## ./run.sh

```bash
#!/bin/bash
# OpenROAD 26Q1-2900-gdf79404cd8, Yosys 0.63+post, stock flow scripts
make -C /OpenROAD-flow-scripts/flow DESIGN_CONFIG=/design/flow/config.mk WORK_HOME=/design/flow/orfs finish
```

## ./config.mk

```make
export PLATFORM = sky130hd
export DESIGN_NAME = uart
export DESIGN_NICKNAME = uart
export VERILOG_FILES = /design/flow/design.v
export SDC_FILE = /design/flow/constraint.sdc
export NUM_CORES = 4
export LEC_CHECK = 1
export CORE_UTILIZATION = 40
```

## ./constraint.sdc

```tcl
current_design uart

set clk_period 4.8
set clk_io_pct 0.2

create_clock -name clk0 -period $clk_period [get_ports {clk}]

set non_clock_inputs [all_inputs -no_clocks]
set_input_delay [expr $clk_period * $clk_io_pct] -clock clk0 $non_clock_inputs
set_output_delay [expr $clk_period * $clk_io_pct] -clock clk0 [all_outputs]
```

## ./design.v

```verilog
module transmitter(
    input[7:0]  data,       
    input       clk,        
    input       write_en,   
    output reg  rdy,        
    output reg  tx          
);
    parameter s_IDLE  = 2'b00;
    parameter s_START = 2'b01;
    parameter s_WRITE = 2'b10;
    parameter s_STOP  = 2'b11;
    initial begin
        rdy = 1;
        tx = 1;
    end
    reg[2:0]  write_idx = 0;
    reg[1:0]  state     = s_IDLE;
    always @(posedge clk) begin
        case (state)
            s_IDLE: begin
                tx <= 1;
                rdy <= 1;
                if (write_en)
                    state <= s_START;
            end
            s_START: begin
                rdy <= 0;
                tx <= 0;
                write_idx <= 0;
                state <= s_WRITE;
            end
            s_WRITE: begin
                tx <= data[write_idx];
                if (write_idx == 7)
                    state <= s_STOP;
                else
                    write_idx <= write_idx + 1;
            end
            s_STOP: begin
                tx <= 1;
                write_idx <= 0;
                state <= s_IDLE;
            end    
        endcase
    end
endmodule
module receiver(
    input           x,     
    input           clk,   
    input           en,    
    output reg      rdy,     
    output reg[7:0] data   
);
    parameter s_IDLE  = 1'b0;
    parameter s_READ  = 1'b1;
    initial begin
        rdy = 0;
        data = 8'b0;
    end
    reg     state      = s_IDLE;
    integer read_count = 0;
    always @(posedge clk) begin
        if (!en)
            state <= s_IDLE;
        else begin
            case (state)
                s_IDLE: begin
                    rdy <= 0;
                    if (!x) begin
                        state <= s_READ;
                    end
                end
                s_READ: begin
                    if (read_count < 8) begin
                        data <= {x, data[7:1]};
                        read_count++;
                    end
                    if (read_count >= 8) begin
                        state <= s_IDLE;
                        rdy <= 1;
                        read_count = 0;
                    end
                end
            endcase
        end
    end
endmodule
module uart(
    input[7:0]  din,
    input       clk,
    input       wr_en,
    input       rd_en,
    input       rx,
    output      tx,
    output      rd_rdy,
    output      wr_rdy,
    output[7:0] dout
);
    receiver r(
        .x(rx),
        .clk(clk),
        .en(rd_en),
        .rdy(rd_rdy),
        .data(dout)
    );
    transmitter t(
        .data(din),
        .clk(clk),
        .write_en(wr_en),
        .rdy(wr_rdy),
        .tx(tx)
    );
endmodule
```

==> results.tsv <==
stage	metric	value	unit
cells_and_area	fillers	745	
synthesis	ys_sh_xor	8.200	%
synthesis	topCellsByArea	edfxtp_1, xnor2_1, nor2_1, nand3_1, and3_1	
sta	tightest_slew	815.7	ps
clock_network	cts_sinks	49	
critical_path	crit_type	flip-flop to flip-flop	
clock_network	path_clk_slew	100	ps
place	gp_congestion	0.9702	
pwr	vdd_drop_max	0.0001363	V
critical_path	crit_buf_inv	0	
synthesis	yosysWarnings	2	
run_status	status	completed	
clock_network	insertion_delay	310	ps
routing	drt-total-wl	6954	um
pwr	leakagePower	1.167	nW
synthesis	yosys.area.top_type	edfxtp_1	
sta	max_slew_margin	45.62	%
synthesis	top_cells_by_count	edfxtp_1, nor2_1, xnor2_1	
floorplan	die_h	91.51	um
sta	final.setup.tns	0	ps
clock_network	cts.repair.resized	0	
synthesis	async_flop_share	0	%
worst_hold_path	hold_path_depth	0	
floorplan	fp_util	41.47	%
sta	fin_crit_sh	72.62	%
sta	fin_hold_ws	456.4	ps
sta	max_freq	286.9	MHz
sta	finalWorstSetupSlack	1314	ps
clock_network	cts_buffers	5	
sta	slew_viol_final	0	
synthesis	netlist_instances	324	
place	place_ws	1381	ps
critical_path	cp.arrival	3530	ps
synthesis	mux_share	3.085	%
sta	post-route-min-period	3486	ps
synthesis	synth-edff-count	47	
grt	grt_pass1_vias	2188	
synthesis	ys_chip_area	3204	sq um
synthesis	adder_share	2.733	%
floorplan	dieArea	8373	sq um
synthesis	ys.flop_type	edfxtp_1	
cells_and_area	drive_above_1_share	7.122	%
critical_path	r2r_cells	8	
sta	fin_worst_skew	15.29	ps
clock_network	cts_setup_buffers	0	
clock_network	clockRootBuffer	clkbuf_8	
grt	grt_max_degree	23	
worst_hold_path	min_from	r.data[3]	
critical_path	reg2reg_to	r.rdy	
floorplan	rows	32	
floorplan	pin_count	23	
worst_hold_path	min_to	r.data[2]	
synthesis	avgSynthCellArea	9.890	sq um
clock_network	cts_tree	done	
synthesis	simple_gate_area_share	26.55	%
critical_path	cpMaxStageDelayCell	edfxtp_1	
synthesis	synth_cell_type_count	52	
clock_network	cts_max_level	2	
routing	first_pass_iters	6	
critical_path	required	4840	ps
routing	num_vias	2387	
cells_and_area	areaGrowthSynthToFinish	10.82	%
synthesis	synthesis.area	3204	sq um
grt	antenna_found_initial	0	
critical_path	path_delay_family	simple AND/OR/NAND/NOR gates	
critical_path	start_kind	flip-flop	
sta	setup_viol	0	
synthesis	synth_top_area_share	44.05	%
job	warning_count	28	
critical_path	regToRegSetupSlack	1310	ps
synthesis	ys_cells	324	
pwr	p_per_area	294.2	nW/um^2
synthesis	logic_family	simple AND/OR/NAND/NOR gates	
clock_network	clockBufferDepth	2	
synthesis	synthAoiAreaFrac	9.215	%
grt	grt_pass1_wl	11520	um
cells_and_area	fin_util	45.95	%
routing	avgRoutedWirePerCell	15.84	um
pwr	p_total	0.001045	W
grt	grt_overflow	0	
sta	finalHoldViolCount	0	
critical_path	cp_cell_sequence	nor4_1 > nand4_1 > o21ba_1 > nor2_1 > mux2_2 > and4_1 > a41oi_4 > o21a_1	
routing	vias_per_cell	5.437	
floorplan	die_x	91.51	um
synthesis	most_common_cell	edfxtp_1	
critical_path	max_stage_delay	570	ps
routing	insertedDiodeCount	0	
sta	rsz0062_at_grt	false	
place	port_buffers	22	
clock_network	ctsHoldBuffers	0	
worst_hold_path	worstHoldPathType	flip-flop to flip-flop	
place	hpwl	5066	um
floorplan	fp.coreArea	7727	sq um
routing	post-route-drc-count	0	
synthesis	ys.flops	49	
job	drv_cap	0	
grt	grt_use_total	18.25	%
critical_path	cp_max_fo	22	
routing	first_iter_violations	175	
synthesis	seq_area_frac_synth	45.29	%
critical_path	crit-reg2reg-launch	r.read_count[5]	
critical_path	cp-end-kind	flip-flop	
routing	ant_nets	0	
==> flip-flops by register name (all words and copies together) (netlist names) <==
| signal | count |
|---|---|
| t.rdy | 1 |
| t.write_idx | 3 |
| t.state | 2 |
| t.tx | 1 |
| r.data | 8 |
| r.rdy | 1 |
| r.read_count | 32 |
| r.state | 1 |
==> stage by stage <==
step,cells,instance area (sq um)
finish,439,3551
global route,439,3551
CTS,439,3551
detailed placement,431,3462
global placement,431,3462
floorplan,324,3204
==> how the worst max path moves through the flow <==
stage	slack [ps]	startpoint	end	cells after the start
final	1310	r.read_count[5]	r.rdy	8
after global routing	1140	r.read_count[5]	r.rdy	9
after CTS	1350	r.read_count[31]	r.rdy	8
==> layer usage <==
| layer | wire (um) | track usage, % | share of wire, % | up-vias |
|---|---|---|---|---|
| li1 | - | - | - | 1209 |
| met1 | 3557 | 32.07 | 51 | 1098 |
| met2 | 2860 | 25.81 | 41 | 71 |
| met3 | 420 | 2.976 | 6.0 | 9 |
| met4 | 115 | 2.249 | 1.7 | 0 |
| met5 | 0 | 0 | 0 | - |
==> kinds of logic after synthesis <==
| logic type | count (synthesis) |
|---|---|
| AOI/OAI and AO/OA | 42 |
| xor gates and xnor gates | 30 |
| adders and majority gates | 7 |
| buffers and inverters | 31 |
| DFF | 49 |
| muxes | 7 |
| and+or+nand+nor | 158 |
==> layout make-up <==
cell class	count	area [sq um]	area share, %
Multi-Input combinational cell	244	1595	44.93
Sequential cell	49	1451	40.87
Timing Repair Buffer	26	250.2	7.047
Tap cell	102	127.6	3.594
Clock buffer	5	68.82	1.938
Inverter	10	37.54	1.057
Clock inverter	3	20.02	0.5638
==> where the power goes <==
group | internal, W | switching (W) | total [W]
logic | 0.000115 | 0.000105 | 0.000220
registers | 0.000538 | 0.0000412 | 0.000579
clock network | 0.000103 | 0.000143 | 0.000246
==> layout by cell type, fill, tap and decap left out, types with 3 or more instances in the layout <==
cell type | netlist | final
a21oi_1 | 13 | 13
and2_1 | 5 | 5
and3_1 | 14 | 14
and4_1 | 4 | 4
buf_4 | 1 | 4
clkbuf_8 | 0 | 5
clkdlybuf4s50_1 | 0 | 22
edfxtp_1 | 47 | 47
ha_1 | 7 | 7
inv_1 | 10 | 10
mux2_2 | 3 | 3
nand2_1 | 21 | 21
nand3_1 | 18 | 18
nand4_1 | 10 | 10
nor2_1 | 46 | 46
nor3_1 | 11 | 11
nor3b_1 | 6 | 6
nor4_1 | 7 | 7
o21ai_0 | 8 | 8
or3_1 | 4 | 4
xnor2_1 | 23 | 23
xor2_1 | 7 | 7
Power is estimated from default activity; no workload was simulated.
